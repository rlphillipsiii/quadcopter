==> flow/design.v <==
`timescale 1ns / 1ps
module ReceiverSpiFSM(
    input clk_system,
    input reset_n,
    input spi_data_rdy,
    input start,
    input [10:0] ctrl_data,
    output spi_latch,
    output reg [7:0] spi_out,
    output reg [1:0] ctrl_chan_sel,
    output op_complete
    );
    localparam STATE_IDLE     = 0;
    localparam STATE_LOAD     = 1;
    localparam STATE_INC      = 2;
    localparam STATE_LATCH    = 3;
    localparam STATE_WAIT     = 4;
    localparam STATE_COMPLETE = 5;
    reg [2:0] state;
    reg [2:0] next;
    reg [1:0] high_byte;
    always @(posedge clk_system, negedge reset_n) begin
        if (!reset_n)                 ctrl_chan_sel <= 3'h0;
        else if (state == STATE_IDLE) ctrl_chan_sel <= 3'h0;
        else if (state == STATE_INC)  ctrl_chan_sel <= ctrl_chan_sel + 1;
        else                          ctrl_chan_sel <= ctrl_chan_sel;
    end
    always @(posedge clk_system, negedge reset_n) begin
        if (!reset_n)                  high_byte <= 2'h0;
        else if (state == STATE_INC)   high_byte <= 2'h0;
        else if (state == STATE_IDLE)  high_byte <= 2'h0;
        else if (state == STATE_LATCH) high_byte <= high_byte + 1;
        else                           high_byte <= high_byte;
    end
    always @(posedge clk_system, negedge reset_n) begin
        if (!reset_n) spi_out <= 8'h00;
        else if (state == STATE_LOAD) begin
            if (high_byte == 2'h0) spi_out <= { 5'h0, ctrl_data[10:8] };
            else                   spi_out <= ctrl_data[7:0];
        end
        else spi_out <= spi_out;
    end
    always @(posedge clk_system, negedge reset_n) begin
        if (!reset_n) state <= STATE_IDLE;
        else          state <= next;
    end
    always @(*) begin
        case (state)
        STATE_IDLE: begin
            if (start) next <= STATE_LOAD;
            else       next <= STATE_IDLE;
        end
        STATE_INC: begin
            next <= STATE_LOAD;
        end
        STATE_LOAD: begin
            next <= STATE_LATCH;
        end
        STATE_LATCH: begin
            next <= STATE_WAIT;
        end
        STATE_WAIT: begin
            if (spi_data_rdy) begin
                if (high_byte == 3'h1)          next <= STATE_LOAD;
                else if (ctrl_chan_sel == 3'h3) next <= STATE_COMPLETE;
                else                            next <= STATE_INC;
            end
            else next <= STATE_WAIT;
        end
        STATE_COMPLETE: begin
            next <= STATE_IDLE;
        end
        endcase
    end
    assign spi_latch   = (state == STATE_LATCH);
    assign op_complete = (state == STATE_COMPLETE);
endmodule
==> flow/run.sh <==
#!/bin/bash
# OpenROAD 26Q1-2900-gdf79404cd8, Yosys 0.63+post, stock flow scripts
make -C /OpenROAD-flow-scripts/flow DESIGN_CONFIG=/design/flow/config.mk WORK_HOME=/design/flow/orfs finish
==> flow/config.mk <==
export PLATFORM = sky130hd
export DESIGN_NAME = ReceiverSpiFSM
export DESIGN_NICKNAME = ReceiverSpiFSM
export VERILOG_FILES = /design/flow/design.v
export SDC_FILE = /design/flow/constraint.sdc
export NUM_CORES = 4
export LEC_CHECK = 1
export CORE_AREA = 10 10 76 76
export DIE_AREA = 0 0 86 86
==> flow/constraint.sdc <==
current_design ReceiverSpiFSM

set clk_period 2.8
set clk_io_pct 0.2

create_clock -name clk0 -period $clk_period [get_ports {clk_system}]

set non_clock_inputs [all_inputs -no_clocks]
set_input_delay [expr $clk_period * $clk_io_pct] -clock clk0 $non_clock_inputs
set_output_delay [expr $clk_period * $clk_io_pct] -clock clk0 [all_outputs]
==> run_results.csv <==
group,metric,value,unit
routing,wl_per_cell,12.49,µm
floorplan,die_w,86,µm
final_timing,finClkSkew,0.002921,ns
global_routing,track_usage,0.05462,
job,warnings,26,
routing,wl,1.986,mm
global_routing,grt_max_degree,18,
power_and_ir_drop,leakagePower,0.5105,nW
cts,clk_pin_slew,0.06,ns
setup_path,rr_endpoint,"spi_out[6]",
setup_path,startpoint,"state[0]",
setup_path,cpMaxStageDelayCell,"dfrtp_1",
global_routing,antenna_found_initial,0,
setup_path,path_cells,"nor2b_1 > and2_1 > clkdlybuf4s50_1",
setup_path,crit_fanout,11,
final_timing,whs,0.4851,ns
cts,cts_buffer_depth,2,
final_timing,relSlewSlack,0.5462,
setup_path,cp_num_cells,3,
floorplan,chipArea,0.007396,mm²
final_timing,rsz0062_at_grt,"false",
synth,yosys-stat-area,837.1,µm²
routing,drtIter0Drc,28,
final_timing,finalClockPeriodUsage,0.7718,
setup_path,max_stage_delay,0.50,ns
synth,edf_count,0,
final_timing,fmax,462.7,MHz
cts,cts_resized,0,
final_timing,untimed_endpoints,6,
final_timing,unclocked_pins,3,
global_routing,grt_pass1_wl,3.360,mm
setup_path,worst_setup_path_end_kind,"output port",
synth,yosys-stat-cells,85,
synth,flop_cell,"dfrtp_1",
final_timing,setup_slack,0.6389,ns
cts,clk_latency,0.25,ns
setup_path,crit_type,"register to output port",
final_timing,period_minus_slack,2.161,ns
synth,largest_area_cell,"dfrtp_1",
routing,via_count,670,
placed_design,dp_hpwl,1.496,mm
final_timing,report.final.slew_viol_count,0,
floorplan,placementRows,23,
synth,yosysWarnings,1,
placed_design,io_buffers,26,
cts,cts_tree,"yes",
routing,drc,0,
synth,synth_flop_count,18,
synth,synth-async-reset-ratio,0.8333,
synth,topCellsByArea,"dfrtp_1 45%, dlxtn_1 5.4%, ha_1 4.5%",
placed_design,routabilityCongestion,0.7631,
power_and_ir_drop,peakVddDrop,0.1751,mV
setup_path,crit_buf_inv,1,
floorplan,io_pins,27,
final_timing,worst_pin_slew,0.6785,ns
final_layout,final_cell_mix,"26 x clkdlybuf4s50_1, 15 x dfrtp_1, 10 x nand2_1",
setup_path,r2r_setup_slack,1.25,ns
cts,cts_inserted_buffers,3,
final_layout,fillers,439,
final_layout,area_growth,39.61,%
outcome,status,"complete, no violations",
synth,syn_area,837.1,µm²
synth,post_synth.cell_area_avg,9.848,µm²
setup_path,reg2reg_depth,3,
routing,n_antenna_cell,0,
cts,cts_setup_buffers,0,
setup_path,crit_arrival,1.60,ns
routing,viasPerCell,4.214,
setup_path,required,2.24,ns
power_and_ir_drop,power_density,368.8,mW/mm²
setup_path,worstReg2RegStart,"state[1]",
final_timing,setup_viol,0,
final_layout,drive_gt1_frac,0.06422,
job,cap_violations,0,
synth,top_area_frac,0.4484,
synth,ys_types,27,
floorplan,die_h,86,µm
routing,drtPass1Iterations,4,
global_routing,grt_pass1_vias,683,
setup_path,cp_top_family,"flip-flops",
synth,synthCells,85,
power_and_ir_drop,p_total,0.0004310,W
floorplan,fp_util,0.2034,
final_layout,lay_top_count,"clkdlybuf4s50_1",
cts,h-tree-depth,1,
cts,cts_hold_buffers,0,
setup_path,worst_setup_path_start_kind,"register",
setup_path,crit_end,"spi_latch",
final_timing,fin_setup_tns,0,ns
floorplan,core,0.004115,mm²
placed_design,dp_slack,0.9226,ns
cts,clockRootBuffer,"clkbuf_8",
routing,ant_nets,0,
global_routing,grt.overflow.total,0,
hold_path,hold_class,"register to register",
final_timing,hold_viol_final,0,
[metal layers]
layer / part of all wire / global-route usage / vias to the layer above
met5: 0 / 0 / -
met3: 0.089 / 0.02479 / 4
met4: 0.011 / 0.005988 / 0
met2: 0.43 / 0.07776 / 22
li1: - / - / 334
met1: 0.47 / 0.07643 / 310
[logic make-up after synthesis]
| group | Yosys count | synth area share |
|---|---|---|
| adders and majority gates | 3 | 0.04485 |
| DFF | 15 | 0.4484 |
| and+or+nand+nor | 33 | 0.2197 |
| AOI/OAI and AO/OA | 19 | 0.1390 |
| muxes | 3 | 0.03588 |
| buffers and inverters | 9 | 0.05829 |
| latches | 3 | 0.05381 |
[cell usage after synthesis, drive strengths merged, types with 2 or more instances]
cell	count
a22o	2
or3b	2
dlxtn	3
nor2b	2
clkbuf	3
nor2	3
nand3b	3
nand2	10
nand2b	5
o21ai	14
mux2i	3
inv	3
buf	3
and2	3
nand3	2
ha	3
dfrtp	15
[flip-flops by register name (all words and copies together), names as in the netlist]
register and cells:
spi_out 8, ctrl_chan_sel 2, next 3, high_byte 2, state 3
[how the worst min path moves through the flow]
| stage | startpoint | to | slack (ns) | depth (start not counted) |
|---|---|---|---|---|
| after CTS | spi_out[6] | spi_out[6] | 0.50 | 2 |
| after global routing | spi_out[6] | spi_out[6] | 0.51 | 2 |
| final | spi_out[6] | spi_out[6] | 0.49 | 2 |
[through the flow]
| step | cells | utilization | cell area (µm²) |
|---|---|---|---|
| final | 159 | 0.2840 | 1169 |
| after global routing | 159 | 0.2840 | 1169 |
| after CTS | 159 | 0.2840 | 1169 |
| after detailed placement | 155 | 0.2727 | 1122 |
| after global placement | 155 | 0.2727 | 1122 |
| after floorplan | 85 | - | 837.1 |
[where the power goes]
part,switching (W),internal [W],leakage [nW]
sequential,0.00000119,0.000219,0.219
clock,0.0000792,0.0000985,0.0255
combinational,0.0000101,0.0000230,0.266
[tightest hold or removal path, stage by stage, from the launching register on]
cell and delay, ns:
dfrtp_1 0.34, nand2_1 0.06, o21ai_2 0.05
[layout make-up]
type / instances / area [µm²] / area share
clock buffers: 3 / 41.29 / 0.03533
clock inverters: 1 / 5.005 / 0.004283
inverters: 3 / 11.26 / 0.009636
multi-input cells: 58 / 367.9 / 0.3148
flip-flops and latches: 18 / 420.4 / 0.3597
well taps: 50 / 62.56 / 0.05353
repair buffers: 26 / 260.3 / 0.2227
No activity file was given, so power comes from the tool's default toggle rates.
