<file path="/design/flow/config.mk">
export PLATFORM = sky130hd
export DESIGN_NAME = RAM
export DESIGN_NICKNAME = RAM
export VERILOG_FILES = /design/flow/design.v
export SDC_FILE = /design/flow/constraint.sdc
export NUM_CORES = 4
export LEC_CHECK = 1
export CORE_UTILIZATION = 40
</file>
<file path="/design/flow/constraint.sdc">
current_design RAM

set clk_period 2.0
set clk_io_pct 0.2

create_clock -name clk0 -period $clk_period [get_ports {clk_system}]

set non_clock_inputs [all_inputs -no_clocks]
set_input_delay [expr $clk_period * $clk_io_pct] -clock clk0 $non_clock_inputs
set_output_delay [expr $clk_period * $clk_io_pct] -clock clk0 [all_outputs]
</file>
<file path="/design/flow/design.v">
`timescale 1ns / 1ps
module RAM(
    input clk_system,
    input reset_n,
    input [7:0] rd_addr,
    input rd,
    input [7:0] wr_addr,
    input wr,
    input [7:0] wr_data,
    output reg [7:0] rd_data
    );
    reg [63:0] memory;
    always @(posedge clk_system, negedge reset_n) begin
        if (!reset_n) rd_data <= 8'h00;
        else if (rd) begin
        case (rd_addr)
            0: rd_data <= memory[7:0];
            1: rd_data <= memory[15:8];
            2: rd_data <= memory[23:16];
            3: rd_data <= memory[31:24];
            4: rd_data <= memory[39:32];
            5: rd_data <= memory[47:40];
            6: rd_data <= memory[55:48];
            7: rd_data <= memory[63:56];
            default: rd_data <= rd_data;
            endcase
        end
        else rd_data <= rd_data;
    end
    always @(posedge clk_system, negedge reset_n) begin
        if (!reset_n) memory = 64'h00;
        else if (wr) begin
            case (wr_addr)
            0: memory[7:0]   <= wr_data;
            1: memory[15:8]  <= wr_data;
            2: memory[23:16] <= wr_data;
            3: memory[31:24] <= wr_data;
            4: memory[39:32] <= wr_data;
            5: memory[47:40] <= wr_data;
            6: memory[55:48] <= wr_data;
            7: memory[63:56] <= wr_data;
            default: memory <= memory;
            endcase
        end
        else memory <= memory;
    end
endmodule
</file>
<file path="/design/flow/run.sh">
#!/bin/bash
# OpenROAD 26Q1-2900-gdf79404cd8, Yosys 0.63+post, stock flow scripts
make -C /OpenROAD-flow-scripts/flow DESIGN_CONFIG=/design/flow/config.mk WORK_HOME=/design/flow/orfs finish
</file>
==> ci_impl_report.md <==
### Yosys + OpenROAD results

| Metric | Value |
|---|---|
| Slew Limit Fails | 0 |
| Core Util at FP | 0.4199 |
| Die Wd | 92.53 µm |
| Critical path's top delay family | simple AND/OR/NAND/NOR gates |
| Site Rows | 32 |
| Yosys warns | 1 |
| P_leak | 1.992 nW |
| CP Capture Point | memory[4]$_DFFE_PN0P_ |
| Ys cells | roughly 230 |
| Cell Type Count | 29 |
| Dominant register cell | dfrtp_1 |
| Fin Setup TNS | 0 ps |
| RSZ-0062 raised after global routing | false |
| Vias in the first global route | 2,247 |
| CP arrival | between 2000 and 2500 ps |
| Via/cell ratio | 5.365 |
| CP max stage delay | 590 ps |
| Max VDD drop | about 600 µV |
| Finish-stage setup viols | 0 |
| GP Congestion | between 0.7 and 0.8 |
| Routed Antenna Nets | 0 |
| Drc violations | 0 |
| Pwr Density | about 810 nW/µm² |
| Capturing point of the worst reg2reg path | rd_data[7]$_DFFE_PN0P_ |
| Antenna cell count | 0 |
| OpenROAD warnings | 25 |
| Required @ worst endpoint | approximately 2200 ps |
| Min Tclk post-route | roughly 2000 ps |
| R2R cell count | 4 |
| Routed WL | roughly 7.1 mm |
| Final hold violations | 0 |
| Max FO, Critical Path | 8 |
| CTS tree | built |
| Seq cells post-synth | roughly 72 |
| Vias | roughly 2,200 |
| I/O pins | 36 |
| Slew HR | 0.5928 |
| Sequential area share after synthesis | 0.5496 |
| Period Utilization, post-route | 0.9821 |
| Critical Path Source | wr_addr[4] |
| Reg2reg start | memory[31]$_DFFE_PN0P_ |
| Worst-Skew Late Latency | 340 ps |
| Initial antenna violation count | 0 |
| Number of max-cap violations | 0 |
| PostCTS Resize Cnt | 0 |
| Reg2Reg Setup Slack | around 560 ps |
| Yosys top cell by instances | mux2_2 |
| Slowest stage cell, crit path | or4_4 |
| CTS max path bufs | 2 |
| Post-CTS Setup Inserts | 0 |
| Min-Delay Path Class | in -> async |
| Hold_buf cts | 0 |
| Number of enable flip-flop cells | 0 |
| Inserted Clock Buffers | 9 |
| Synth top area cells | dfrtp_1, mux2_2, a221o_1 |
| Overflow after GRT | 0 |
| Synthesized area | ~3300 µm² |
| CTS root buffer | clkbuf_8 |
| Worst-Margin Slew | between 600 and 700 ps |
| Worst Setup End Kind | flop |
| PortBufs | 35 |
| TritonRoute pass-1 iters | 4 |
| Top-area cell type share of the netlist area | 0.5496 |
| DR iter-0 viols | 46 |
| Layout cells sized above 1 | 0.4605 |
| Post-DP HPWL | just over 5 mm |
| Core Region | a little under 8000 µm² |
| Worst-path clk slew | 70 ps |
| Final instance area | about 4200 µm² |
| CTS sink cnt | a little over 70 |
| First-pass GRT wire length | between 10 and 15 mm |
| Fin Hold WS | around 64 ps |
| Worst-path cell chain | clkdlybuf4s50_1 > or4_4 > nor4b_4 > buf_4 > mux2_2 |
| Worst setup SP type | input port |
| Asr flop ratio synth | 1.000 |
| Die area | roughly 8600 µm² |
| Layout Skew | approximately 8 ps |
| All-Layer GR Usage | 0.1857 |
| DP Area | ~3900 µm² |
| Largest net degree at the start of global routing | 27 |
| Syn Inst Count | around 230 |
| Stages on worst setup path | 5 |
| H-tree levels | 3 |
| Yosys chip area | between 3000 and 4000 µm² |
| Buffer and inverter count on the worst path | 2 |
| Status | finished clean |
| Synth Area per Inst | about 14 µm² |
| Setup CP Type | in -> reg |
| Avg WL per Cell | 17.37 µm |
| Largest area contributor in the netlist | dfrtp_1 |
| Commonest cells in the netlist | mux2_2, dfrtp_1, nand2_1, a221o_1, nor2_1 |
| Synth-to-Final Area Change | 28.24% |
| Fmax | 509.1 MHz |
| Die height | 92.53 µm |
routing by layer:
| metal | part of all wire | track usage | wire, µm |
|---|---|---|---|
| met1 | 0.48 | 0.2982 | 3360 |
| met2 | 0.46 | 0.2784 | 3254 |
| met3 | 0.039 | 0.03342 | 278 |
| met4 | 0.022 | 0.03255 | 157 |
| met5 | 0 | 0 | 0 |
flip-flops by register name, indices dropped and copies added, names as in the netlist:
register	cells
memory	64
rd_data	8
worst register-to-register path: cells and delay by family, from the launching register on:
family | cells | cell delay, ps
flops | 1 | 380
mux | 1 | 280
compound gates | 3 | 660
cell usage in the layout, fill, tap and decap left out, drive strengths merged, types with 2 or more instances in the layout:
cell,count
clkinv,2
bufinv,3
buf,32
mux2,86
nor2,8
nand3,2
nor3b,2
nand2,9
clkdlybuf4s50,34
nor4b,2
clkbuf,11
or4,2
o221ai,7
nor4,2
a31oi,7
nand4,2
nand4b,2
dfrtp,72
a221o,8
how the worst min path moves through the flow:
stage / start / slack [ps] / end
after CTS: reset_n / 70 / rd_data[5]$_DFFE_PN0P_
after global routing: reset_n / 100 / memory[50]$_DFFE_PN0P_
final: reset_n / 60 / memory[10]$_DFFE_PN0P_
metrics by stage:
step	power [W]	setup slack (ps)	utilization	cells
6_report	0.003396	35.87	0.5385	406
5_1_grt	0.003542	5.498	0.5385	406
4_1_cts	0.003433	17.32	0.5362	406
3_5_place_dp	0.002034	-347.4	0.5048	390
3_3_place_gp	0.002025	-346.2	0.5048	390
2_1_floorplan	0.001785	68.66	-	232
cell families (layout without fill, tap and decap cells):
logic type / count (synthesis) / count (layout) / share of synthesized area
AND/OR/NAND/NOR: 36 / 36 / 0.07214
buffers and inverters: 11 / 83 / 0.01412
flip-flops: 72 / 72 / 0.5496
multiplexers: 87 / 87 / 0.2985
AND-OR/OR-AND: 26 / 26 / 0.06565
where the power goes:
group          switching, W  internal (W)  total [W]
Sequential        0.0000510       0.00155    0.00161
Clock              0.000532      0.000863    0.00140
Combinational      0.000153      0.000242   0.000395
layout make-up:
cell class | count | area [µm²]
Tap cell | 102 | 127.6
Inverter | 1 | 3.754
Fill cell | 664 | 3603
Clock buffer | 11 | 141.4
Clock inverter | 5 | 103.9
Multi-Input combinational cell | 149 | 1440
Sequential cell | 72 | 1802
Timing Repair Buffer | 66 | 585.6
Power and IR drop assume default switching activity.
