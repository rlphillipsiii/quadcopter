--- design.v ---
`timescale 1ns / 1ps
module ReceiverChannel(
    input clk_system,
    input reset_n,
    input signal,
    output data,
    output reg [10:0] count
    );
    reg ready;
    reg [1:0] state;
    reg [1:0] next_state;
    reg [10:0] count_buffer;
    localparam IDLE     = 0;
    localparam COUNTING = 1;
    localparam LATCH    = 2;
    localparam DATA_RDY = 3;
    always @(posedge clk_system, negedge reset_n) begin
        if (!reset_n)               count_buffer <= 10'h0;
        else if (state == IDLE)     count_buffer <= 10'h0;
        else if (state == COUNTING) count_buffer <= count_buffer + 1;
        else                        count_buffer <= count_buffer;
    end
    always @(posedge clk_system, negedge reset_n) begin
        if (!reset_n)            count <= 10'h0;
        else if (state == LATCH) count <= count_buffer;
        else                     count <= count;
    end
    always @(posedge clk_system, negedge reset_n) begin
        if (!reset_n) state <= IDLE;
        else          state <= next_state;
    end
    always @(*) begin
        case (state)
        IDLE:     if (signal) next_state <= COUNTING;
                  else        next_state <= IDLE;
        COUNTING: if (!signal) next_state <= LATCH;
                  else         next_state <= COUNTING;
        LATCH:    next_state <= DATA_RDY;
        DATA_RDY: next_state <= IDLE;
        default:  next_state <= IDLE;
        endcase
    end
    always @(negedge clk_system) begin
        if (!reset_n)               ready <= 1'h0;
        else if (state == DATA_RDY) ready <= 1'h1;
        else                        ready <= 1'h0;
    end
    assign data = (ready == 1'h1);
endmodule
--- run.sh ---
#!/bin/bash
# OpenROAD 26Q1-2900-gdf79404cd8, Yosys 0.63+post, stock flow scripts
make -C /OpenROAD-flow-scripts/flow DESIGN_CONFIG=/design/flow/config.mk WORK_HOME=/design/flow/orfs finish
--- config.mk ---
export PLATFORM = sky130hd
export DESIGN_NAME = ReceiverChannel
export DESIGN_NICKNAME = ReceiverChannel
export VERILOG_FILES = /design/flow/design.v
export SDC_FILE = /design/flow/constraint.sdc
export NUM_CORES = 4
export LEC_CHECK = 1
export CORE_AREA = 10 10 113 113
export DIE_AREA = 0 0 123 123
--- constraint.sdc ---
current_design ReceiverChannel

set clk_period 2.7
set clk_io_pct 0.2

create_clock -name clk0 -period $clk_period [get_ports {clk_system}]

set non_clock_inputs [all_inputs -no_clocks]
set_input_delay [expr $clk_period * $clk_io_pct] -clock clk0 $non_clock_inputs
set_output_delay [expr $clk_period * $clk_io_pct] -clock clk0 [all_outputs]
==> out/summary.txt <==
detailed placement HPWL - 1620 microns
layout cells sized above 1 - 20.4%
sequential area share after synthesis - 60.1%
die height - 123 microns
Worst Path Required - 2160 ps
final slew viol count - 0
XOR/XNOR Fraction of Synth Area - 3.13%
Die Wd - 123 microns
Critical Path Source Type - register
post-CTS setup buffer count - 0
total wire length - 2220 microns
ys async rst share - 96.3%
worst setup margin - 110 ps
Synth flops - 27
Avg Inst Size Synth - 12.7 sq um
DP Cell Count - 235
top post-synthesis cells by count - dfrtp_1 (25), mux2_2 (11), nor2_1 (7)
core box area - 0.0103 sq mm
Worst-Skew Late Latency - 320 ps
Hold Fails Final Rpt - 0
CP endpoint kind - output pin
number of global-route vias before repair - 694
Netlist Area Pre-Place - 0.00112 sq mm
IO buf count - 14
CTS H-tree lvls - 1
global-route wire length before repair - 3750 microns
Ports - 15
ys flop type - dfrtp_1
worst slew pin tran - 528 ps
count leader, synth - dfrtp_1
CP max stage cell - dfxtp_1
Worst path max stage delay - 290 ps
Max Cap Violations - 0
TritonCTS Buffers - 3
initial antenna violation count - 0
routed via count - 703
Top area cell types - dfrtp_1 (56%), mux2_2 (11%), a21oi_1 (2.7%), dfstp_2 (2.3%), nor2_1 (2.3%)
Final setup viols - 0
yosys adder share - 1.12%
Peak VDD IR - 155 uV
Avg WL per Cell - 9.28 microns
DRC errors left - 0
data arrival time of the critical path - 2050 ps
die area - 0.0151 sq mm
Pre-Repair DR Iteration Count - 4
clk sinks - 27
Fin Clk Skew - 60.3 ps
Synth area leader - dfrtp_1
Compound Share, Synth - 11.3%
clock-pin slew on the worst setup and hold paths - 80 ps
Pleak - 0.597 nW
Max clock buf depth - 2
critical path type - register to output pin
Area growth syn-to-layout - 30.4%
Yosys chip area - 0.00112 sq mm
Finished Layout Cells - 239
Synth logic family - multiplexers
largest net degree at the start of global routing - 27
Placer Congestion - 0.741
drt initial violations - 46
Vias per Instance - 2.94
Max-area cell share - 55.9%
power per cell area - 570 mW/mm^2
CTS tree - done
clk root buf - clkbuf_8
OpenROAD warning count - 26
Starting Density - 10.8%
Mux cell area share - 12.0%
Rel. slew slack - 64.8%
crit-path cells - clkbuf_2
core occupancy in the finished layout - 14.1%
Setup TNS - 0 ps
Antenna Violating Nets Remaining - 0
Hold Path Class - register to register
dpl ws - 52.1 ps
# diodes - 0
distinct cell type count after synthesis - 27
gr usage total - 3.09%
Remaining Overflow, GRT - 0
Rows - 37
CP bufs+invs - 1
Syn Inst Count - 88
Crit Path Max Fanout - 1
yosys warning tally - 1
status - complete, no violations
CP delay by family, top - flip-flops
flip-flops with a built-in enable - 0
yosys cell count - 88
AND/OR/NAND/NOR Cells, Area Fraction - 9.84%
RSZ-0062 raised after global routing - false
area by class of cell:
class	instances	area, sq um
Clock buffer	4	45.0
Inverter	2	7.51
Sequential cell	27	672
Tap cell	136	170
Clock inverter	1	3.75
Fill cell	1130	8860
Multi-Input combinational cell	54	418
Timing Repair Buffer	15	143
report_power, final:
part           leakage (nW)  internal, W  switching (W)  total, W
combinational         0.206    0.0000711      0.0000345  0.000106
sequential            0.363     0.000446      0.0000589  0.000505
clock                0.0281     0.000107       0.000114  0.000222
metrics by stage:
step                cell area, sq um  hold slack, ps  power, W
floorplan                       1120             244  0.000554
CTS                             1460             465  0.000850
finish                          1460             459  0.000832
detailed placement              1420             441  0.000628
global route                    1460             508  0.000897
global placement                1420             435  0.000628
layout by cell type (no fill, tap or decap), types with 2 or more instances in the layout:
cell / n
a21oi_1: 6
or4_1: 3
xor2_1: 3
mux2_2: 11
o31ai_1: 3
dfrtp_1: 25
or3_2: 2
nor2_1: 7
inv_1: 3
clkdlybuf4s50_1: 13
o2111ai_1: 2
nand2_1: 4
clkbuf_8: 3
o21ai_0: 3
per-layer routing:
metal	part of all wire (%)	routed length (microns)	global-route usage [%]	up-vias
met1	47	1040	4.15	347
met3	8.2	181	1.57	2
li1	-	-	-	342
met4	0.36	8	0.218	0
met5	0	0	0	-
met2	44	987	4.59	12
state kept, by name, summed over array words and instances, names as in the netlist:
name          cells
count            11
count_buffer     11
ready             1
state             4
worst paths after layout:
| path | start | to | slack, ps | cells after the start |
|---|---|---|---|---|
| max in group asynchronous | reset_n | state[0]$_DFF_PN1_ | 1750 | 2 |
| worst min-delay path | state[3]$_DFF_PN0_ | state[0]$_DFF_PN1_ | 460 | 1 |
| worst min register to register | state[3]$_DFF_PN0_ | state[0]$_DFF_PN1_ | 460 | 1 |
| min in group asynchronous | reset_n | count_buffer[5]$_DFFE_PN0N_ | 660 | 2 |
| worst max register to register | state[3]$_DFF_PN0_ | ready$_SDFF_NN0_ | 760 | 1 |
| worst max-delay path | ready$_SDFF_NN0_ | data | 110 | 1 |
cells by family (layout without fill, tap and decap cells):
kind of cell             Yosys count  count (layout)
adder cells (fa/ha/maj)            1               1
flip-flops                        27              27
XOR/XNOR                           4               4
AND/OR/NAND/NOR                   20              20
AND-OR/OR-AND                     17              17
multiplexers                      12              12
buffers and inverters              7              22
what timing repair did:
item	CTS	global route
gates resized	2	1
hold buffers	0	0
endpoints found under the setup margin	1	1
Power is estimated from default activity; no workload was simulated.
